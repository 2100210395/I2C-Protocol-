==> flow/config.mk <==
export PLATFORM = sky130hd
export DESIGN_NAME = i2c_Slave
export DESIGN_NICKNAME = i2c_Slave
export VERILOG_FILES = /design/flow/design.v
export SDC_FILE = /design/flow/constraint.sdc
export NUM_CORES = 4
export LEC_CHECK = 1
export CORE_UTILIZATION = 30
==> flow/constraint.sdc <==
current_design i2c_Slave

set clk_period 11.5
set clk_io_pct 0.2

create_clock -name clk0 -period $clk_period [get_ports {clk}]

set non_clock_inputs [all_inputs -no_clocks]
set_input_delay [expr $clk_period * $clk_io_pct] -clock clk0 $non_clock_inputs
set_output_delay [expr $clk_period * $clk_io_pct] -clock clk0 [all_outputs]
==> flow/run.sh <==
#!/bin/bash
# OpenROAD 26Q1-2900-gdf79404cd8, Yosys 0.63+post, stock flow scripts
make -C /OpenROAD-flow-scripts/flow DESIGN_CONFIG=/design/flow/config.mk WORK_HOME=/design/flow/orfs finish
==> flow/design.v <==
`timescale 1ns / 1ps
module i2c_Slave(
input scl,clk,rst,
inout sda,
output reg ack_err, done
    );
typedef enum logic [3:0] {idle = 0, read_addr = 1, send_ack1 = 2, send_data = 3, master_ack = 4, read_data = 5, send_ack2 = 6, wait_p = 7, detect_stop = 8} state_type;
state_type state = idle;    
reg [7:0] mem [128];
reg [7:0] r_addr;
reg [6:0] addr;
reg r_mem = 0;
reg w_mem = 0;
reg [7:0] dout;
reg [7:0] din;
reg sda_t;
reg sda_en;
reg [3:0] bitcnt = 0;
always@(posedge clk)
begin
  if(rst)
  begin
      for(int i = 0 ; i < 128; i++)
        begin
        mem[i] = i;
        end
      dout <= 8'h0;
  end
  else if (r_mem == 1'b1)
   begin
      dout <= mem[addr];
   end
  else if (w_mem == 1'b1)
   begin
      mem[addr] <= din;
   end 
end
parameter sys_freq = 40000000;
parameter i2c_freq = 100000;
parameter clk_count4 = (sys_freq/i2c_freq);
parameter clk_count1 = clk_count4/4;
integer count1 = 0;
reg i2c_clk = 0;
reg [1:0] pulse = 0;
reg busy;
always@(posedge clk)
begin
      if(rst)
      begin
        pulse <= 0;
        count1 <= 0;
      end
      else if(busy == 1'b0)
       begin
       pulse <= 2;
       count1 <= 202;
       end
      else if(count1  == clk_count1 - 1)
       begin
       pulse <= 1;
       count1 <= count1 + 1;
       end
      else if(count1  == clk_count1*2 - 1)
       begin
       pulse <= 2;
       count1 <= count1 + 1;
       end
      else if(count1  == clk_count1*3 - 1)
       begin
       pulse <= 3;
       count1 <= count1 + 1;
       end
      else if(count1  == clk_count1*4 - 1)
       begin
       pulse <= 0;
       count1 <= 0;
       end
      else
       begin
       count1 <= count1 + 1;
       end
end
reg scl_t;
wire start;
always@(posedge clk)
begin
scl_t <= scl;
end
assign start = ~scl & scl_t; 
reg r_ack;
always@(posedge clk)
begin
if(rst)
 begin
                  bitcnt <= 0;
                  state  <= idle;
                  r_addr <= 7'b0000000;
                  sda_en <= 1'b0;
                  sda_t <= 1'b0;
                  addr  <= 0;
                  r_mem <= 0;
                  din   <= 8'h00; 
                  ack_err <= 0;
                  done    <= 1'b0;
                  busy <= 1'b0;
 end
 else
    begin
      case(state)
               idle: begin
                   if(scl == 1'b1 && sda == 1'b0)
                    begin
                    busy <= 1'b1;
                    state <= wait_p; 
                    end
                   else
                    begin
                    state <= idle;
                    end
               end
               wait_p :  
               begin
                if (pulse == 2'b11 && count1 == 399)
                    state <= read_addr;
                else
                    state <= wait_p;
               end
               read_addr: 
               begin
                         sda_en <= 1'b0;   
                              if(bitcnt <= 7)
                                 begin
                                         case(pulse)
                                         0: begin  end
                                         1: begin  end
                                         2: begin   r_addr <= (count1 == 200) ? {r_addr[6:0],sda} : r_addr; end 
                                         3: begin  end
                                         endcase
                                         if(count1  == clk_count1*4 - 1)
                                         begin
                                            state <= read_addr;
                                            bitcnt <= bitcnt + 1;
                                         end
                                         else
                                         begin
                                            state <= read_addr;
                                         end
                                 end
                              else
                                begin
                                state  <= send_ack1;
                                bitcnt <= 0;
                                sda_en <= 1'b1;
                                addr <= r_addr[7:1];
                                end
                      end
                      send_ack1: 
                      begin
                                    case(pulse)
                                         0: begin  sda_t <= 1'b0; end
                                         1: begin  end
                                         2: begin  end 
                                         3: begin  end
                                     endcase
                                  if(count1  == clk_count1*4 - 1)
                                       begin
                                          if(r_addr[0] == 1'b1)  
                                            begin
                                            state <= send_data;
                                            r_mem <= 1'b1;
                                            end
                                          else
                                            begin
                                             state <= read_data;
                                             r_mem <= 1'b0;
                                            end
                                         end
                                  else
                                       begin
                                       state <= send_ack1;
                                       end
                      end
                       read_data: 
                        begin
                          sda_en <= 1'b0;   
                              if(bitcnt <= 7)
                                 begin
                                         case(pulse)
                                         0: begin  end
                                         1: begin  end
                                         2: begin   din <= (count1 == 200) ? {din[6:0],sda} : din; end 
                                         3: begin  end
                                         endcase
                                         if(count1  == clk_count1*4 - 1)
                                         begin
                                            state <= read_data;
                                            bitcnt <= bitcnt + 1;
                                         end
                                         else
                                         begin
                                            state <= read_data;
                                         end
                                 end
                              else
                                begin
                                state  <= send_ack2;
                                bitcnt <= 0;
                                sda_en <= 1'b1;
                                w_mem  <= 1'b1;
                                end
                      end
                      send_ack2: 
                      begin
                                   case(pulse)
                                         0: begin  sda_t <= 1'b0; end
                                         1: begin  w_mem <= 1'b0; end
                                         2: begin  end 
                                         3: begin  end
                                     endcase
                                  if(count1  == clk_count1*4 - 1)
                                         begin
                                          state <= detect_stop;
                                          sda_en <= 1'b0;
                                         end
                                  else
                                       begin
                                       state <= send_ack2;
                                       end
                      end
                 send_data : begin
                     sda_en <= 1'b1;   
                              if(bitcnt <= 7)
                                 begin
                                         r_mem  <= 1'b0;
                                         case(pulse)
                                         0: begin    end
                                         1: begin sda_t <= (count1 == 100) ? dout[7 - bitcnt] : sda_t; end
                                         2: begin    end 
                                         3: begin    end
                                         endcase
                                         if(count1  == clk_count1*4 - 1)
                                         begin
                                            state <= send_data;
                                            bitcnt <= bitcnt + 1;
                                         end
                                         else
                                         begin
                                            state <= send_data;
                                         end
                                 end
                              else
                                begin
                                state  <= master_ack;
                                bitcnt <= 0;
                                sda_en <= 1'b0;
                                end
                     end  
                   master_ack: 
                   begin
                                   case(pulse)
                                         0: begin  end
                                         1: begin  end
                                         2: begin r_ack <= (count1 == 200) ? sda : r_ack; end 
                                         3: begin  end
                                     endcase
                                  if(count1  == clk_count1*4 - 1)
                                         begin
                                               if(r_ack == 1'b1)  
                                                   begin
                                                   ack_err <= 1'b0;
                                                   state <= detect_stop;
                                                   sda_en <= 1'b0;
                                                   end
                                               else
                                                    begin
                                                    ack_err <= 1'b1;
                                                    state   <= detect_stop;
                                                    sda_en <= 1'b0;
                                                    end
                                         end
                                  else
                                       begin
                                       state <= master_ack;
                                       end
                      end
                   detect_stop: 
                   begin
                       if(pulse == 2'b11 && count1 == 399)
                           begin
                           state <= idle;
                           busy <= 1'b0;
                           done <= 1'b1;
                          end
                         else
                           state <= detect_stop;
                   end
      default: state <= idle;
      endcase
    end
end
assign sda = (sda_en == 1'b1) ? sda_t : 1'bz;
endmodule
==> notes.md <==
Summary of implementation figures.

Synth
The xor/xnor cell area share of the yosys netlist is 0.507%. The simple logic cell fraction of the synthesized area is 29.7%. A synthesized cell averages 7.80 sq um.

The dominant combinational cell family by area after synthesis is simple AND/OR/NAND/NOR gates. The part of the Yosys area used for sequential elements is 45.7%. The post-synth count of flops with an enable pin is 2. In the synthesis report, Yosys lists the chip area as 48400 sq um. Yosys mapped the design onto 79 distinct sky130hd cell types.

The async set-or-reset flop fraction in the synthesized netlist is 0%. The synthesized area is 48400 sq um. The synthesized-area fraction occupied by adder cells is 0.0983%. The number of cells reported by Yosys stat comes to 6200.

The count of mapped cells out of synthesis is 6200. Summing all multiplexer cells gives an area fraction of 3.36%. Counting flops and latches in the post-synthesis netlist gives 1104. The count of warnings emitted by yosys is 3. The AND-OR/OR-AND share of the synthesized area is 15.8%. The primary flip-flop cell chosen by synthesis mapping is dfxtp_1.

CTS
The clock tree synthesis step divided the H-tree into 4 levels. After clock tree synthesis, the setup repair step added 0 buffers. For this design, the CTS-stage hold fixing added 0 buffers. The post-cts repair resize count is 0. The buffer levels on the longest clock path is 3. The number of clock sinks seen by CTS is 1104. CTS added clock buffers totalling 130. The clock root buffer is clkbuf_16.

Die
The die boundary height is 404 microns. The width of the die is 404 microns. The initial utilization of the core area, before any placement, comes to 30.2%. 6 I/O pins were placed. The number of rows in the core area is 147.

Placed design
The placed wire-length estimate is 193000 microns. RePlAce ended its routability-driven mode at a weighted congestion of 1.09. The count of input and output buffers is 4.

The standard cell area after detailed placement is 51200 sq um.

Run status
The tool reported: "[error] [KeplerFormal.cpp:679] Workflow failed: Iso has multiple drivers: .sda0, sda$_SDFFE_PP0P_.Q0". The run stopped with a tool error. The flow stopped in clock tree synthesis (4_1_cts).
through the flow:
stage / hold WS, ns / cells / worst slack (ns)
3_5_place_dp: 0.416 / 8110 / 5.24
3_3_place_gp: 0.409 / 8110 / 5.24
2_1_floorplan: 0.406 / 6200 / 8.07
cell families after synthesis:
group                      after synthesis
and+or+nand+nor                       3148
AOI/OAI and AO/OA                     1220
DFF                                   1104
buffers and inverters                  538
muxes                                  158
xor gates and xnor gates                28
adders and majority gates                4
synthesized netlist by cell type, drive strengths merged, types with 5 or more instances:
cell	count	area, sq um
nand2	1669	6260
dfxtp	1102	22100
nand3	699	3510
a21oi	588	2940
clkbuf	316	1190
nor2	242	923
a22oi	241	1810
buf	211	1100
mux2i	144	1440
nand4	110	688
a211o	100	876
nor3	83	485
nand3b	73	548
o21ai	73	365
o22ai	73	457
and3	66	413
nor2b	66	413
nor4	48	307
o211ai	38	285
a32oi	22	193
xor2	21	184
a31oi	17	106
a32o	15	150
mux2	12	139
and4	11	96.3
inv	11	41.3
a222oi	10	100
nand2b	10	62.6
and3b	9	78.8
or3	8	50.1
or4	8	60.1
a221oi	7	61.3
a22o	7	61.3
nor3b	7	57.6
nor4b	7	104
xnor2	7	61.3
and4b	6	60.1
nor4bb	6	60.1
or3b	5	43.8
