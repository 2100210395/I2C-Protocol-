==> /design/flow/design.v <==
`timescale 1ns / 1ps
module i2c_master( input clk, rst , newd,
input [6:0] addr,
input op, 
inout sda,
output scl,
input [7:0] din,
output [7:0] dout,
output reg busy, ack_err, done
);
reg scl_t = 0;
reg sda_t = 0;
parameter sys_freq = 40000000;  
parameter i2c_freq = 100000;   
parameter clk_count4 = (sys_freq/i2c_freq); 
parameter clk_count1 = clk_count4/4;  
integer count1 = 0;
reg i2c_clk = 0;
reg [1:0] pulse = 0;
always@(posedge clk)
begin
      if(rst)
       begin
       pulse <= 0;
       count1 <= 0;
       end
       else if (busy == 1'b0)  
        begin
        pulse <= 0;
        count1 <= 0;
        end
      else if(count1  == clk_count1 - 1)
       begin
       pulse <= 1;
       count1 <= count1 + 1;
       end
      else if(count1  == clk_count1*2 - 1)
       begin
       pulse <= 2;
       count1 <= count1 + 1;
       end
      else if(count1  == clk_count1*3 - 1)
       begin
       pulse <= 3;
       count1 <= count1 + 1;
       end
      else if(count1  == clk_count1*4 - 1)
       begin
       pulse <= 0;
       count1 <= 0;
       end
      else
       begin
       count1 <= count1 + 1;
       end
end
reg [3:0] bitcount = 0;
reg [7:0] data_addr   = 0, data_tx = 0;
reg r_ack = 0;
reg [7:0] rx_data = 0;
reg sda_en = 0;
typedef enum logic [3:0] {idle = 0, start = 1, write_addr = 2, ack_1 = 3, write_data = 4, read_data = 5, stop = 6, ack_2 =7, master_ack = 8} state_type;
state_type state = idle;
always@(posedge clk)
begin
 if(rst)
   begin
    bitcount   <= 0;
    data_addr  <= 0;
    data_tx    <= 0;
    scl_t <= 1;
    sda_t <= 1;
    state <= idle;
    busy  <= 1'b0;
    ack_err <= 1'b0;
    done    <= 1'b0;
   end
else
   begin
                case(state)
                      idle:
                      begin
                            done  <= 1'b0;
                            if(newd == 1'b1)
                               begin
                               data_addr  <= {addr,op};
                               data_tx    <= din;
                               busy  <= 1'b1;
                               state <= start;
                               ack_err <= 1'b0;
                               end
                            else
                               begin
                               data_addr  <= 0;
                               data_tx    <= 0;
                               busy  <= 1'b0;
                               state <= idle;
                               ack_err <= 1'b0;
                               end
                      end
                     start: 
                     begin
                         sda_en <= 1'b1;  
                         case(pulse)
                         0: begin scl_t <= 1'b1; sda_t <= 1'b1; end
                         1: begin scl_t <= 1'b1; sda_t <= 1'b1; end
                         2: begin scl_t <= 1'b1; sda_t <= 1'b0; end
                         3: begin scl_t <= 1'b1; sda_t <= 1'b0; end
                         endcase
                             if(count1  == clk_count1*4 - 1)
                             begin
                                state <= write_addr;
                                scl_t <= 1'b0;
                             end
                             else
                                state <= start;
                     end
                   write_addr: 
                   begin
                      sda_en <= 1'b1;   
                      if(bitcount <= 7)
                         begin
                                 case(pulse)
                                 0: begin scl_t <= 1'b0; sda_t <= 1'b0; end
                                 1: begin scl_t <= 1'b0; sda_t <= data_addr[7 - bitcount]; end
                                 2: begin scl_t <= 1'b1;  end
                                 3: begin scl_t <= 1'b1;  end
                                 endcase
                                 if(count1  == clk_count1*4 - 1)
                                 begin
                                    state <= write_addr;
                                    scl_t <= 1'b0;
                                    bitcount <= bitcount + 1;
                                 end
                                 else
                                 begin
                                    state <= write_addr;
                                 end
                         end
                      else
                        begin
                        state <= ack_1;
                        bitcount <= 0;
                        sda_en <= 1'b0;
                        end
                   end   
                   ack_1 : 
                   begin
                        sda_en <= 1'b0;  
                                case(pulse)
                                 0: begin scl_t <= 1'b0; sda_t <= 1'b0; end
                                 1: begin scl_t <= 1'b0; sda_t <= 1'b0; end
                                 2: begin scl_t <= 1'b1; sda_t <= 1'b0; r_ack <= 1'b0; end  
                                 3: begin scl_t <= 1'b1;  end
                                 endcase
                       if(count1  == clk_count1*4 - 1)
                                  begin
                                      if(r_ack == 1'b0 && data_addr[0] == 1'b0)
                                        begin
                                        state <= write_data;
                                        sda_t <= 1'b0;
                                        sda_en <= 1'b1;  
                                        bitcount <= 0;
                                        end
                                      else if (r_ack == 1'b0 && data_addr[0] == 1'b1)
                                      begin
                                        state <= read_data;
                                        sda_t <= 1'b1;
                                        sda_en <= 1'b0;  
                                        bitcount <= 0;
                                      end
                                      else
                                      begin
                                        state <= stop;
                                        sda_en <= 1'b1;  
                                        ack_err <= 1'b1;
                                      end
                                  end
                                 else
                                  begin
                                    state <= ack_1;
                                  end
                   end
                 write_data: 
                 begin
                  if(bitcount <= 7)
                         begin
                                 case(pulse)
                                 0: begin scl_t <= 1'b0;   end
                                 1: begin scl_t <= 1'b0;sda_en <= 1'b1; sda_t <= data_tx[7 - bitcount];                                  end
                                 2: begin scl_t <= 1'b1;  end
                                 3: begin scl_t <= 1'b1;  end
                                 endcase
                                 if(count1  == clk_count1*4 - 1)
                                 begin
                                    state <= write_data;
                                    scl_t <= 1'b0;
                                    bitcount <= bitcount + 1;
                                 end
                                 else
                                 begin
                                    state <= write_data;
                                 end
                         end
                      else
                        begin
                        state <= ack_2;
                        bitcount <= 0;
                        sda_en <= 1'b0;  
                        end
                 end 
                 read_data: 
                 begin
                 sda_en <= 1'b0;  
                 if(bitcount <= 7)
                         begin
                                 case(pulse)
                                 0: begin scl_t <= 1'b0; sda_t <= 1'b0; end
                                 1: begin scl_t <= 1'b0; sda_t <= 1'b0; end
                                 2: begin scl_t <= 1'b1; rx_data[7:0] <= (count1 == 200) ? {rx_data[6:0],sda} : rx_data; end
                                 3: begin scl_t <= 1'b1;  end
                                 endcase
                                 if(count1  == clk_count1*4 - 1)
                                 begin
                                    state <= read_data;
                                    scl_t <= 1'b0;
                                    bitcount <= bitcount + 1;
                                 end
                                 else
                                 begin
                                    state <= read_data;
                                 end
                         end
                      else
                        begin
                        state <= master_ack;
                        bitcount <= 0;
                        sda_en <= 1'b1;  
                        end
                 end
                 master_ack : 
                   begin
                      sda_en <= 1'b1;
                                case(pulse)
                                 0: begin scl_t <= 1'b0; sda_t <= 1'b1; end
                                 1: begin scl_t <= 1'b0; sda_t <= 1'b1; end
                                 2: begin scl_t <= 1'b1; sda_t <= 1'b1; end 
                                 3: begin scl_t <= 1'b1; sda_t <= 1'b1; end
                                 endcase
                       if(count1  == clk_count1*4 - 1)
                                  begin
                                      sda_t <= 1'b0;
                                      state <= stop;
                                      sda_en <= 1'b1;  
                                  end
                                 else
                                  begin
                                    state <= master_ack;
                                  end
                   end
                  ack_2 : 
                   begin
                     sda_en <= 1'b0;  
                                case(pulse)
                                 0: begin scl_t <= 1'b0; sda_t <= 1'b0; end
                                 1: begin scl_t <= 1'b0; sda_t <= 1'b0; end
                                 2: begin scl_t <= 1'b1; sda_t <= 1'b0; r_ack <= 1'b0; end  
                                 3: begin scl_t <= 1'b1;  end
                                 endcase
                       if(count1  == clk_count1*4 - 1)
                                  begin
                                      sda_t <= 1'b0;
                                      sda_en <= 1'b1;  
                                      if(r_ack == 1'b0 )
                                        begin
                                        state <= stop;
                                        ack_err <= 1'b0;
                                        end
                                      else
                                        begin
                                        state <= stop;
                                        ack_err <= 1'b1;
                                        end
                                  end
                                 else
                                  begin
                                    state <= ack_2;
                                  end
                   end
                   stop: 
                     begin
                     sda_en <= 1'b1;  
                         case(pulse)
                         0: begin scl_t <= 1'b1; sda_t <= 1'b0; end
                         1: begin scl_t <= 1'b1; sda_t <= 1'b0; end
                         2: begin scl_t <= 1'b1; sda_t <= 1'b1; end
                         3: begin scl_t <= 1'b1; sda_t <= 1'b1; end
                         endcase
                             if(count1  == clk_count1*4 - 1)
                             begin
                                state <= idle;
                                scl_t <= 1'b0;
                                busy <= 1'b0;
                                sda_en <= 1'b1;  
                                done   <= 1'b1;
                             end
                             else
                                state <= stop;
                     end
                 default : state <= idle;
               endcase
   end
end
assign sda = (sda_en == 1) ? (sda_t == 0) ? 1'b0 : 1'b1 : 1'bz;  
assign scl = scl_t;
assign dout = rx_data;
endmodule
==> /design/flow/run.sh <==
#!/bin/bash
# OpenROAD 26Q1-2900-gdf79404cd8, Yosys 0.63+post, stock flow scripts
make -C /OpenROAD-flow-scripts/flow DESIGN_CONFIG=/design/flow/config.mk WORK_HOME=/design/flow/orfs finish
==> /design/flow/config.mk <==
export PLATFORM = sky130hd
export DESIGN_NAME = i2c_master
export DESIGN_NICKNAME = i2c_master
export VERILOG_FILES = /design/flow/design.v
export SDC_FILE = /design/flow/constraint.sdc
export NUM_CORES = 4
export LEC_CHECK = 1
export CORE_UTILIZATION = 30
==> /design/flow/constraint.sdc <==
current_design i2c_master

set clk_period 4.1
set clk_io_pct 0.2

create_clock -name clk0 -period $clk_period [get_ports {clk}]

set non_clock_inputs [all_inputs -no_clocks]
set_input_delay [expr $clk_period * $clk_io_pct] -clock clk0 $non_clock_inputs
set_output_delay [expr $clk_period * $clk_io_pct] -clock clk0 [all_outputs]
==> Changelog: implementation <==
### Implementation results

* Seq/Total Area, Yosys at 41.8%
* Outcome: stopped before the end
* Final HPWL DP at 5.03 mm
* Registers, synthesis at 70
* # port buffers at 29
* Clock sinks at 70
* Placed insts at 525
* # Cells Yosys at 373
* Post-cts sizing count at 0
* Post-CTS Setup Bufs at 0
* IO Pins at 32
* GP Congestion at 0.855
* Init Core Util at 30.9%
* Root Buffer: clkbuf_16
* Distinct lib cells at 62
* Syn Area/Cell at 9.50 um^2
* Die y size at 111 um
* Num CTS Buffers at 9
* Post-synth EDFFs at 8
* Die width at 111 um
* Area reported by Yosys stat at 3540 um^2
* Number of hold buffers added after CTS at 0
* Synth Cell Area at 3540 um^2
* Longest Clk Path Bufs at 2
* FFs w/ async S/R, synth at 0%
* Post-synth top flop: dfxtp_1
* Synth Warn # at 2
* Gate Count Post-Synth at 373
* Last step reached: clock tree synthesis (4_1_cts)
* H-tree depth at 3
* Log Error: [error] [KeplerFormal.cpp:679] Workflow failed: Iso has multiple drivers: .sda0, sda$_SDFFE_PP1P_.Q0
* # rows at 39
==> cells by family after synthesis <==
logic type	synth area share, %
adders and majority gates	1.06
muxes	4.27
and+or+nand+nor	28.2
xor gates and xnor gates	7.67
DFF	41.8
buffers and inverters	4.17
other	0.106
AOI/OAI and AO/OA	12.7
==> through the flow <==
| step | utilization [%] | cell area [um^2] | setup slack (ns) | hold WS, ns |
|---|---|---|---|---|
| 3_3_place_gp | 34.3 | 3930 | 1.00 | 0.445 |
| 3_5_place_dp | 34.3 | 3930 | 0.990 | 0.438 |
| 2_1_floorplan | - | 3540 | 1.21 | 0.400 |
==> cells in the mapped netlist, types with 2 or more instances <==
library cell / n / share of area (%)
a2111oi_0: 2 / 0.49
a21oi_1: 10 / 1.4
a22o_1: 16 / 4.0
and3_1: 4 / 0.71
and4_1: 5 / 1.2
buf_2: 7 / 0.99
buf_4: 2 / 0.42
clkbuf_1: 14 / 1.5
dfxtp_1: 62 / 35
edfxtp_1: 8 / 6.8
ha_1: 3 / 1.1
inv_1: 12 / 1.3
mux2i_1: 5 / 1.4
mux4_2: 4 / 2.5
nand2_1: 17 / 1.8
nand2b_1: 5 / 0.88
nand3_1: 15 / 2.1
nand3b_1: 3 / 0.64
nand4_1: 10 / 1.8
nand4_2: 2 / 0.71
nor2_1: 43 / 4.6
nor2b_1: 4 / 0.71
nor3_1: 16 / 2.3
nor3b_1: 3 / 0.64
nor4_1: 11 / 1.9
nor4_2: 6 / 2.1
nor4_4: 3 / 1.8
o211ai_1: 2 / 0.42
o21a_1: 2 / 0.42
o21ai_0: 7 / 0.99
o21bai_1: 3 / 0.64
o31a_1: 2 / 0.49
o31ai_1: 2 / 0.42
or3_1: 3 / 0.53
or4_1: 4 / 0.85
xnor2_1: 29 / 7.2
xor2_1: 2 / 0.49
